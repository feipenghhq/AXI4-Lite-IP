[flow/config.mk]
export PLATFORM = sky130hd
export DESIGN_NAME = axi4lite2sram
export DESIGN_NICKNAME = axi4lite2sram
export VERILOG_FILES = /design/flow/design.v
export SDC_FILE = /design/flow/constraint.sdc
export NUM_CORES = 4
export LEC_CHECK = 1
export CORE_AREA = 10 10 118 118
export DIE_AREA = 0 0 128 128
[flow/constraint.sdc]
current_design axi4lite2sram

set clk_period 2.9
set clk_io_pct 0.2

create_clock -name clk0 -period $clk_period [get_ports {clk}]

set non_clock_inputs [all_inputs -no_clocks]
set_input_delay [expr $clk_period * $clk_io_pct] -clock clk0 $non_clock_inputs
set_output_delay [expr $clk_period * $clk_io_pct] -clock clk0 [all_outputs]
[flow/design.v]
module axi4lite2sram #(
    parameter DW = 32,
    parameter AW = 32
) (
    input                   clk,
    input                   rst_b,
    output logic            sram_req,
    output logic            sram_write,
    output logic [DW/8-1:0] sram_wstrb,
    output logic [AW-1:0]   sram_addr,
    output logic [DW-1:0]   sram_wdata,
    input  logic            sram_ready,
    input  logic            sram_rvalid,
    input  logic [DW-1:0]   sram_rdata,
    input  logic            axi_awvalid,
    input  logic [AW-1:0]   axi_awaddr,
    input  logic            axi_awport,
    output logic            axi_awready,
    input  logic            axi_wvalid,
    input  logic [DW-1:0]   axi_wdata,
    input  logic [DW/8-1:0] axi_wstrb,
    output logic            axi_wready,
    output logic            axi_bvalid,
    output logic [1:0]      axi_bresp,
    input  logic            axi_bready,
    input  logic            axi_arvalid,
    input  logic [AW-1:0]   axi_araddr,
    input  logic            axi_arport,
    output logic            axi_arready,
    output logic            axi_rvalid,
    output logic [DW-1:0]   axi_rdata,
    output logic [1:0]      axi_rresp,
    input  logic            axi_rready
);
    logic           bvalid_pending;
    logic           rvalid_pending;
    logic [DW-1:0]  rdata;
    assign axi_awready = axi_awvalid & axi_wvalid & sram_ready;
    assign axi_wready  = axi_awready;
    assign axi_arready = axi_arvalid & sram_ready;
    assign sram_req = axi_awready | axi_arready;
    assign sram_write = axi_awready;
    assign sram_wstrb = axi_wstrb;
    assign sram_addr = axi_awready ? axi_awaddr : axi_araddr;
    assign sram_wdata = axi_wdata;
    always @(posedge clk or negedge rst_b) begin
        if (!rst_b) bvalid_pending <= 1'b0;
        else begin
            if (axi_awready && !axi_bready) bvalid_pending <= 1'b1;
            else if (axi_bvalid && axi_bready) bvalid_pending <= 1'b0;
        end
    end
    assign axi_bvalid = axi_awready | bvalid_pending;
    assign axi_bresp = 2'b0;  
    always @(posedge clk or negedge rst_b) begin
        if (!rst_b) begin
            rvalid_pending <= 1'b0;
            rdata <= '0;
        end
        else begin
            if (sram_rvalid && !axi_rready) begin
                rvalid_pending <= 1'b1;
                rdata <= sram_rdata;
            end
            else if (axi_rvalid && axi_rready) begin
                rvalid_pending <= 1'b0;
                rdata <= '0;
            end
        end
    end
    assign axi_rvalid = sram_rvalid | rvalid_pending;
    assign axi_rresp = 2'b0;  
    assign axi_rdata = sram_rvalid ? sram_rdata : rdata;
endmodule
[flow/run.sh]
#!/bin/bash
# OpenROAD 26Q1-2900-gdf79404cd8, Yosys 0.63+post, stock flow scripts
make -C /OpenROAD-flow-scripts/flow DESIGN_CONFIG=/design/flow/config.mk WORK_HOME=/design/flow/orfs finish
==> notes.md <==
run metrics: status=completed, Mapped Cells=203, TritonCTS clock tree=done, Hold Path Class=input port to asynchronous set/reset pin, first-pass GRT wire length=around 14000 um, pin count of the biggest net entering global routing=35, Flops after synth=34, CP Capture Point=sram_addr[27], Setup violations, final=0, Worst setup EP type=output port, DPL Wire Length=about 7400 um, capturing point of the worst reg2reg path=rdata[23]$_DFFE_PN0P_, mean routed wirelength per cell=approximately 19 um, Synth top area share=about a third, diode count=0, met3 Use GR=under 10%, synth unique cells=16, total track usage=10.5%, Crit Path Max Fanout=16, final wirelength=9100 um, Clock Tree Root=clkbuf_16, Commonest Layout Cell=clkdlybuf4s50_1, met1 global-route usage=between 10% and 20%, vias in the first global route=roughly 2400, I/O Buffers=175, Worst-Skew Late Latency=0.27 ns, mapped cell area=between 0.002 and 0.003 mm2, stage-log warning count=27, Area Overhead vs Synth=67.9%, Final period util=between 90% and 100%, final total power=1.54 mW, Max-cap violations=0, hold_buf cts=0, area leader, netlist=dfrtp_1, Seq/Total Area, Yosys=33.7%, Setup TNS=0 ns, post_cts resized=0, reg2reg start=rvalid_pending$_DFFE_PN0P_, GRT busiest layer=met2, placed cells=about 470, Yosys warning total=1, DR iter-0 viols=~70, CTS H-Tree Depth=2, most frequent cells in the layout=clkdlybuf4s50_1, mux2_2, dfrtp_1, fin crit period=approximately 2.8 ns, clock-pin transition on the worst setup and hold timing paths=around 0.050 ns, die span in y=128 um, Reg2Reg Depth=3, DR vias/cell=approximately 4.4, DIE AREA=~0.016 mm2, startpoint types=input port, I/O pins=~250, worst reg-to-reg setup slack=1.84 ns, Max VDD drop=around 0.00023 V, fp_density=roughly 22%, Core Area=between 0.01 and 0.015 mm2, Max Slew Vio Count=0, CTS Buffer Depth=2, pwr dens=~360 mW/mm2, final hold violation count=0, worst endpoint data arrival time=roughly 2.2 ns, Fmax achieved=approximately 360 MHz, GR Layer Usage met2=approximately 17%, setup bufs post-CTS=0, Worst Path Class, Setup=input port to output port, first drt pass iteration count=4, initial antenna violation count=0, critical path startpoint=sram_ready, final cell count without fillers=between 400 and 500, Vias=approximately 2100, area reported by Yosys stat=about 0.0025 mm2, grt ovf=0, Placer Congestion=between 0.7 and 0.8, ANT nets after route=0, RSZ-0062 raised after global routing=no, DIE WIDTH=roughly 130 um, leakage power=1.78 nW, share of layout cells above drive strength 1=between 20% and 30%, yosys stat cell total=about 200, syn avg cell area=roughly 12 um2, Worst Skew=around 0.0019 ns, remaining design rule violation count=0, CTS Buf Count=5, row count=39, dominant cells by area after synthesis=dfrtp_1, mux2_2, mux2_4, CTS Sinks=34, WP data required=~2.3 ns
## how the worst min path moves through the flow
stage	from	endpoint	slack, ns	cells past startpoint
4_1_cts	rst_b	rdata[12]$_DFFE_PN0P_	0.35	2
5_1_grt	rst_b	rdata[12]$_DFFE_PN0P_	0.39	2
6_report	rst_b	rdata[12]$_DFFE_PN0P_	0.34	2
## per-layer routing
metal  routed length [um]  up-vias  part of all wire [%]
met4                  102        0                   1.1
met5                    0        -                     0
li1                     -      977                     -
met3                 1490        8                    16
met2                 4460      139                    49
met1                 3050      999                    33
## critical path, cell delays in order
cell             delay, ns
clkdlybuf4s50_1       0.46
nand3_4               0.12
buf_4                 0.27
mux2_4                0.33
clkdlybuf4s50_1       0.43
## flip-flops by register name (all words and copies together) (netlist names)
| register | count |
|---|---|
| rdata | 32 |
| rvalid_pending | 1 |
| bvalid_pending | 1 |
## synthesized netlist by cell type
cell type   n
inv_1       3
a21oi_1     2
nand3_4     1
buf_2       6
dfrtp_1    34
nand2_1     2
conb_1      1
or2_2       1
buf_6       8
mux2_4     27
nor2b_1     3
mux2_2     37
clkbuf_1    3
buf_4      42
a32o_1     32
and2_1      1
## report_power, final
| group | internal, mW | switching, mW | total, mW |
|---|---|---|---|
| registers | 0.509 | 0.0157 | 0.524 |
| clock network | 0.340 | 0.196 | 0.537 |
| logic | 0.356 | 0.124 | 0.480 |
## layout make-up
cell class,instances,area (um2)
clock buffers,7,143
clock inverters,1,5.00
fillers,1126,7180
inverters,3,11.3
multi-input cells,110,1230
flip-flops and latches,34,851
well taps,143,179
repair buffers,182,1820
## through the flow
step	setup WS, ns	util [%]	instance area [um2]	hold WS, ns
2_1_floorplan	1.13	-	2530	0.284
3_3_place_gp	0.104	35.8	4090	0.507
3_5_place_dp	0.0959	35.8	4090	0.507
4_1_cts	0.0923	37.1	4230	0.353
5_1_grt	0.00666	37.1	4230	0.386
6_report	0.112	37.1	4230	0.344
## cell families after synthesis
group / after synthesis / synth area share (%)
AOI/OAI and AO/OA: 34 / 13.1
buffers and inverters: 62 / 18.2
DFF: 34 / 33.7
muxes: 64 / 32.6
other: 1 / 0.149
and+or+nand+nor: 8 / 2.23
Power is estimated from default activity; no workload was simulated.
